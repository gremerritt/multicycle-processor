<file path="/design/flow/run.sh">
#!/bin/bash
# OpenROAD 26Q1-2900-gdf79404cd8, Yosys 0.63+post, stock flow scripts
make -C /OpenROAD-flow-scripts/flow DESIGN_CONFIG=/design/flow/config.mk WORK_HOME=/design/flow/orfs finish
</file>
<file path="/design/flow/config.mk">
export PLATFORM = sky130hd
export DESIGN_NAME = Para_Reg_topmodule
export DESIGN_NICKNAME = Para_Reg_topmodule
export VERILOG_FILES = /design/flow/design.v
export SDC_FILE = /design/flow/constraint.sdc
export NUM_CORES = 4
export LEC_CHECK = 1
export CORE_UTILIZATION = 40
</file>
<file path="/design/flow/constraint.sdc">
current_design Para_Reg_topmodule

set clk_period 8.2
set clk_io_pct 0.2

create_clock -name clk0 -period $clk_period [get_ports {clk}]

set non_clock_inputs [all_inputs -no_clocks]
set_input_delay [expr $clk_period * $clk_io_pct] -clock clk0 $non_clock_inputs
set_output_delay [expr $clk_period * $clk_io_pct] -clock clk0 [all_outputs]
</file>
<file path="/design/flow/design.v">
`timescale 1ns / 1ns
module FA_str(c_out, sum, a, b, c_in);
input		a, b, c_in;  
output	c_out, sum;  
wire		not_a, not_b, not_c;
wire		and1_out, and2_out, and3_out, and4_out;
wire		and5_out, and6_out, and7_out, and8_out;
not	   not1		(not_a, a);
not	   not2		(not_b, b);
not		not3		(not_c, c_in);
and	#0		and1		(and1_out, a, not_b, not_c);
and	#0		and2		(and2_out, not_a, b, not_c);
and	#0		and3		(and3_out, not_a, not_b, c_in);
and	#0		and4		(and4_out, a, b, c_in);
or		#0		or1		(sum, and1_out, and2_out, and3_out, and4_out);
and	#0		and5		(and5_out, a, b);
and	#0		and6		(and6_out, b, c_in);
and	#0		and7		(and7_out, a, c_in);
and	#0		and8		(and8_out, a, b, c_in);
or		#0		or2		(c_out, and5_out, and6_out, and7_out, and8_out);
endmodule
`timescale 1ns / 1ns
module Para_Adder(c_out, sum, a, b, c_in);
parameter W = 32;
input [W-1:0] a, b;
input c_in;
output [W-1:0] sum;
output c_out;
wire [W:0] carry;
assign carry[0] = c_in;
assign c_out = carry[W];
genvar i;
generate
	for(i = 0; i < W; i = i + 1)
		begin: adder
		FA_str FA (carry[i+1], sum[i], a[i], b[i], carry[i]);
		end
endgenerate
endmodule
`timescale 1ns / 1ps
module Para_Reg(clk, reg_in, reg_out);
	parameter W = 32;
	input clk;
	input [W-1:0] reg_in;
	output [W-1:0] reg_out;
	reg [W-1:0] Reg;
	assign reg_out = Reg;
	always@(posedge clk)
		begin
		Reg <= reg_in;
		end
endmodule
`timescale 1ns / 1ps
module Para_Reg_topmodule(c_out, sum, a, b, c_in, clk);
	parameter W = 32;
	output [W-1:0] sum;
	output c_out;
	input [W-1:0] a;
	input [W-1:0] b;
	input c_in, clk;
	wire [W-1:0] w1;
	wire w2;
	Para_Adder	#(.W(W))	PA		(w2, w1, a, b, c_in);
	Para_Reg		#(.W(W))	PR1	(clk, w1, sum);
	Para_Reg		#(.W(1))	PR2	(clk, w2, c_out);
endmodule
</file>
==> out/results.ini <==
[critical_path]
end_kind=register
crit_type=in2reg
cp.required_ns=8.43
crit_top_cell=fa_2
cp-start-kind=primary input
worstPathArrival_ns=12.75
crit_slowest_cell=fa_2
max_stage_delay_ns=0.38
path_max_fanout=2

[synthesis]
synth_cells=71
synthMuxAreaShare_pct=0
synth_stat.cells=71
ys_warn_count=2
ys_sh_simple_pct=0
netlist_area_mm2=0.00133
synthAoiAreaFrac_pct=0
synth.yosys.seq_area_share_pct=49.5
logic_family=adder cells
avgSynthCellArea_um2=18.8
xor_area_share_pct=1.78
ys_ff=33
synth_cell_types=5
yosys_area_mm2=0.00133
ys_sh_adder_pct=47.3

[power]
ir_drop_mv=0.122
p_leak_nw=0.942
powerDensity_mw_per_mm2=167

[route]
route.detailed.drc=0
dr_total_vias=928
ant_nets=0
drt_wl_total_mm=3.03
wl_per_cell_um=13.7
first_pass_iters=3
antenna_cells=0
drt-initial-drc-count=6
viasPerCell=4.20

[outcome]
violations=negative setup slack
status=finished with violations

[hold_path]
whs_endpoint=PR1.Reg[0]
hp-start=b[0]
hold_class=in2reg
whs_path_depth=4

[timing]
relSlewSlack_pct=91.2
worst_pin_slew_ns=0.131
min_period_ns=12.52
maxSlewViolCount=0
hold_viol_final=0
setup_viol=14
hold_ws_ns=1.71
setup_slack_ns=-4.32
finalClockPeriodUsage_pct=153
rsz0062_at_grt=true
fmax_mhz=79.8

[placed_design]
io_buffers=98
dp.cells=213
place_congestion=0.714
dp_hpwl_mm=2.69
post_dp_cell_area_mm2=0.00247
dp_slack_ns=-5.22

[clock_tree]
cts_sinks=33
numCtsBuffers=5
cts_tree=yes
root_buffer=clkbuf_4
cts.path.max_buffers=2
clk_pin_slew_ns=0.09
htreeDepth=2

[global_routing]
grt_max_degree=10
grt_pass1_vias=1017
grt_overflow_total=0
antenna_found_initial=0
grt_first_pass_wirelength_mm=4.66
grtUsageTotal_pct=20.0

[floorplanning]
initial_core_util_pct=43.0
die_x_um=59.7
num_rows=20
design.core.area_mm2=0.00310
die_y_um=59.7
dieArea_mm2=0.00357
io_pins=99

[layout]
nFillCells=188
final_cell_area_mm2=0.00251
area_growth_syn_to_layout_pct=88.5
drive_above_1_share_pct=24.9
fin_cells=221

[job]
openroad.warnings=29
drv_cap=0

-- synth_stat cells, drive strengths merged --
cell,count,share of area (%)
maj3,1,0.75
inv,5,1.4
xor3,1,1.8
fa,31,47
dfxtp,33,50
-- cell families after synthesis --
logic type / Yosys count
fa+ha+maj: 32
xor+xnor: 1
flops: 33
buf+inv: 5
-- stage by stage --
step                total power [mW]  util (%)  TNS, ns
floorplan                      0.225         -   -35.68
global placement               0.334      79.5   -47.87
detailed placement             0.341      79.5   -48.31
CTS                            0.427      81.0   -35.03
global route                   0.453      81.0   -38.09
finish                         0.419      81.0   -35.14
-- where the power goes --
group / switching (mW) / leakage [nW] / internal (mW)
sequential: 0.00812 / 0.278 / 0.194
clock: 0.0510 / 0.0265 / 0.0341
combinational: 0.0333 / 0.637 / 0.0993
-- worst max-delay path: cells and delay by family --
family                     cells  cell delay (ns)
adders and majority gates     32            10.89
buffers and inverters          3             0.19
-- metal layers --
metal	vias to the layer above	part of all wire, %	global-route usage, %
met3	4	15	12.5
met5	-	0	0
met2	61	50	31.3
li1	421	-	-
met1	442	34	25.8
met4	0	1.1	2.33
-- area by class of cell --
type / count / area, um^2 / share of cell area, %
multi-input combinational: 33 / 733 / 29.2
inverter: 5 / 36.3 / 1.44
tap: 44 / 55.1 / 2.19
timing repair buffer: 98 / 980 / 39.0
sequential: 33 / 661 / 26.3
clock buffer: 8 / 48.8 / 1.94
-- worst max-delay path by stage --
stage,from,endpoint,cells past startpoint
CTS,a[0],PR1.Reg[31],35
global route,a[0],PR2.Reg,35
finish,a[0],PR2.Reg,35
-- state kept, by name, summed over array words and instances, names as in the netlist --
name and count:
PR1.Reg 32, PR2.Reg 1
-- repair_timing --
item | CTS | global route
setup buffers | 0 | 0
setup endpoints to repair | 16 | 15
hold buffers | 0 | 0
pin swaps | 0 | 1
resized | 19 | 0
-- placed cells by master (no fill, tap or decap) --
cell,instances
dfxtp_1,33
inv_1,1
fa_2,31
xor3_1,1
inv_12,1
clkbuf_4,5
buf_2,1
buf_6,1
clkbuf_1,3
clkdlybuf4s50_1,93
dlygate4sd2_1,2
maj3_2,1
inv_2,2
inv_6,1
buf_8,1
Power is estimated from default activity; no workload was simulated.
