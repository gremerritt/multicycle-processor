==> design.v <==
`timescale 1ns / 1ps
module ALU(output [W-1:0] R1,
			  output c_out,
			  output zero,
			  input [2:0] ALUOp,
			  input [W-1:0] R2,
			  input [W-1:0] R3);
	parameter W = 32;
	wire [W-1:0] w1;	 
	wire [W-1:0] w2;	 
	wire c2;
	wire [W-1:0] w3;	 
	wire c3;
	wire [W-1:0] w4;	 
	wire [W-1:0] w5;	 
	wire [W-1:0] w7;	 
	Para_Not		#(.W(W))	PN		(w1, R2);
	Para_Adder	#(.W(W))	PAdd1	(c2, w2, R2, R3, 1'b0);
	Para_Adder	#(.W(W))	PAdd2	(c3, w3, R2, ~R3, 1'b1);
	Para_Or		#(.W(W))	PO		(w4, R2, R3);
	Para_And		#(.W(W))	PAnd	(w5, R2, R3);
	Para_SLT		#(.W(W)) SLT	(w7, R2, R3, 1'b0);
	Para_Mux		#(.W(W))	mux0	(R1, ALUOp, R2, w1, w2, w3, w4, w5, 32'd0, w7);
	Para_Mux		#(.W(1))	mux1	(c_out, ALUOp, 1'b0, 1'b0, c2, c3, 1'b0, 1'b0, 1'b0, 1'b0);
	assign zero = (R1 == 32'd0) ? 1'd1 : 1'd0;
endmodule
`timescale 1ns / 1ps
module ALU_topmodule(output [W-1:0] R0,
							output c_out,
							input [2:0] ALUOp,
							input [W-1:0] R2,
							input [W-1:0] R3,
							input clk);
	parameter W = 32;
	wire [W-1:0] R1;
	wire tmp_c_out;
	ALU			#(.W(W))		alu	(R1, tmp_c_out, ALUOp, R2, R3);
	Para_Reg		#(.W(W))		reg0	(clk, R1, R0);
	Para_Reg		#(.W(1))		reg1	(clk, tmp_c_out, c_out);
endmodule
`timescale 1ns / 1ps
module Compare_1Bit(L_out, a, b, L_in);
	output L_out;
	input a, b, L_in;
	wire not_a;
	wire nota_b;
	wire lin_nota;
	wire lin_b;
	not	not0	(not_a, a);
	and	and0	(nota_b, not_a, b);
	and	and1	(lin_nota, L_in, not_a);
	and	and2	(lin_b, L_in, b);
	or		or0	(L_out, nota_b, lin_nota, lin_b);
endmodule
`timescale 1ns / 1ps
module Custom_XOR(out, a, b);
	input a, b;
	output out;
	wire w0, w1, w2, w3, w4, w5, w6;
	and	and0	(w0, a, b);
	and	and1	(w2, w1, a);
	and	and2	(w3, w1, b);
	and	and3	(w6, w4, w5);
	not	not0	(w1, w0);
	not	not1	(w4, w2);
	not	not2	(w5, w3);
	not	not3	(out, w6);
endmodule
`timescale 1ns / 1ns
module FA_str(c_out, sum, a, b, c_in);
input		a, b, c_in;  
output	c_out, sum;  
wire		not_a, not_b, not_c;
wire		and1_out, and2_out, and3_out, and4_out;
wire		and5_out, and6_out, and7_out, and8_out;
not	   not1		(not_a, a);
not	   not2		(not_b, b);
not		not3		(not_c, c_in);
and	#0		and1		(and1_out, a, not_b, not_c);
and	#0		and2		(and2_out, not_a, b, not_c);
and	#0		and3		(and3_out, not_a, not_b, c_in);
and	#0		and4		(and4_out, a, b, c_in);
or		#0		or1		(sum, and1_out, and2_out, and3_out, and4_out);
and	#0		and5		(and5_out, a, b);
and	#0		and6		(and6_out, b, c_in);
and	#0		and7		(and7_out, a, c_in);
and	#0		and8		(and8_out, a, b, c_in);
or		#0		or2		(c_out, and5_out, and6_out, and7_out, and8_out);
endmodule
`timescale 1ns / 1ps
module MUX_8_1(out, ALUOp, in0, in1, in2, in3, in4, in5, in6, in7);
	output out;
	input [2:0] ALUOp;
	input in0, in1, in2, in3, in4, in5, in6, in7;
	wire not_ALUOp_0, not_ALUOp_1, not_ALUOp_2;
	wire w_and0, w_and1, w_and2, w_and3, w_and4, w_and5, w_and6, w_and7;
	not	not0		(not_ALUOp_0, ALUOp[0]);
	not	not1		(not_ALUOp_1, ALUOp[1]);
	not	not2		(not_ALUOp_2, ALUOp[2]);
	and	and0		(w_and0, not_ALUOp_0, not_ALUOp_1, not_ALUOp_2, in0);
	and	and1		(w_and1, ALUOp[0],    not_ALUOp_1, not_ALUOp_2, in1);
	and	and2		(w_and2, not_ALUOp_0, ALUOp[1],    not_ALUOp_2, in2);
	and	and3		(w_and3, ALUOp[0],    ALUOp[1],    not_ALUOp_2, in3);
	and	and4		(w_and4, not_ALUOp_0, not_ALUOp_1, ALUOp[2],    in4);
	and	and5		(w_and5, ALUOp[0],    not_ALUOp_1, ALUOp[2],    in5);
	and	and6		(w_and6, not_ALUOp_0, ALUOp[1],    ALUOp[2],    in6);
	and	and7		(w_and7, ALUOp[0],    ALUOp[1],    ALUOp[2],    in7);
	or		or0		(out, w_and0, w_and1, w_and2, w_and3, w_and4, w_and5, w_and6, w_and7);
endmodule
`timescale 1ns / 1ns
module Para_Adder(c_out, sum, a, b, c_in);
parameter W = 32;
input [W-1:0] a, b;
input c_in;
output [W-1:0] sum;
output c_out;
wire [W:0] carry;
assign carry[0] = c_in;
assign c_out = carry[W];
genvar i;
generate
	for(i = 0; i < W; i = i + 1)
		begin: adder
		FA_str FA (carry[i+1], sum[i], a[i], b[i], carry[i]);
		end
endgenerate
endmodule
`timescale 1ns / 1ps
module Para_And(result, a, b);
parameter W = 32;
input [W-1:0] a, b;
output [W-1:0] result;
genvar i;
generate
	for(i = 0; i < W; i = i + 1)
		begin: and_er
		and a1 (result[i], a[i], b[i]);
		end
endgenerate
endmodule
`timescale 1ns / 1ps
module Para_Mux(output [W-1:0] out,
					 input [2:0] ALUOp,
					 input [W-1:0] in0,
					 input [W-1:0] in1,
					 input [W-1:0] in2,
					 input [W-1:0] in3,
					 input [W-1:0] in4,
					 input [W-1:0] in5,
					 input [W-1:0] in6,
					 input [W-1:0] in7);
parameter W = 32;
genvar i;
generate
	for(i = 0; i < W; i = i + 1)
		begin: mux
		MUX_8_1 mux0 (out[i], ALUOp, in0[i], in1[i], in2[i], in3[i], in4[i], in5[i], in6[i], in7[i]);
		end
endgenerate
endmodule
`timescale 1ns / 1ps
module Para_Not(result, a);
parameter W = 32;
input [W-1:0] a;
output [W-1:0] result;
genvar i;
generate
	for(i = 0; i < W; i = i + 1)
		begin: not_er
		not n1 (result[i], a[i]);
		end
endgenerate
endmodule
`timescale 1ns / 1ps
module Para_Or(result, a, b);
parameter W = 32;
input [W-1:0] a, b;
output [W-1:0] result;
genvar i;
generate
	for(i = 0; i < W; i = i + 1)
		begin: or_er
		or o1 (result[i], a[i], b[i]);
		end
endgenerate
endmodule
`timescale 1ns / 1ps
module Para_Reg(clk, reg_in, reg_out);
	parameter W = 32;
	input clk;
	input [W-1:0] reg_in;
	output [W-1:0] reg_out;
	reg [W-1:0] Reg;
	assign reg_out = Reg;
	always@(posedge clk)
		begin
		Reg <= reg_in;
		end
endmodule
`timescale 1ns / 1ps
module Para_SLT(slt, a, b, slt_in);
parameter W = 32;
input [W-1:0] a, b;
input slt_in;
output [W-1:0] slt;
wire [W:0] l_out;
wire [W-2:0] z;
assign z = 0;
assign l_out[0] = slt_in;
assign slt = {z, a_xor_b_xor_lout};
genvar i;
generate
	for(i = 0; i < W; i = i + 1)
		begin: slt_er
		Compare_1Bit slt (l_out[i+1], a[i], b[i], l_out[i]);
		end
endgenerate
wire a_xor_b;
wire a_xor_b_xor_lout;
Custom_XOR	c_xor0	(a_xor_b, a[W-1], b[W-1]);
Custom_XOR	c_xor1	(a_xor_b_xor_lout, a_xor_b, l_out[W]);
endmodule
==> run.sh <==
#!/bin/bash
# OpenROAD 26Q1-2900-gdf79404cd8, Yosys 0.63+post, stock flow scripts
make -C /OpenROAD-flow-scripts/flow DESIGN_CONFIG=/design/flow/config.mk WORK_HOME=/design/flow/orfs finish
==> config.mk <==
export PLATFORM = sky130hd
export DESIGN_NAME = ALU_topmodule
export DESIGN_NICKNAME = ALU_topmodule
export VERILOG_FILES = /design/flow/design.v
export SDC_FILE = /design/flow/constraint.sdc
export NUM_CORES = 4
export LEC_CHECK = 1
export CORE_AREA = 10 10 89 89
export DIE_AREA = 0 0 99 99
==> constraint.sdc <==
current_design ALU_topmodule

set clk_period 1.5
set clk_io_pct 0.2

create_clock -name clk0 -period $clk_period [get_ports {clk}]

set non_clock_inputs [all_inputs -no_clocks]
set_input_delay [expr $clk_period * $clk_io_pct] -clock clk0 $non_clock_inputs
set_output_delay [expr $clk_period * $clk_io_pct] -clock clk0 [all_outputs]
==> flow_summary.yaml <==
# physical design summary
synthesis:
  yosysChipArea_um2: 1550
  synth_flops: 33
  yosys_warnings: 4
  synth-cells-yosys: 148
  synth_seq_share: 0.426
  yosysUniqueCellTypes: 17
status:
  run_status: "did not finish"
  stop_stage: "synthesis"
  tool.error: "ERROR: Found 2 problems in 'check -assert'."
cells by family after synthesis:
group | count (synthesis) | share of synthesized area
DFF | 33 | 0.426
other | 1 | 0.00242
buffers and inverters | 14 | 0.0960
xor gates and xnor gates | 31 | 0.175
and+or+nand+nor | 66 | 0.291
AOI/OAI and AO/OA | 3 | 0.00967
cell usage after synthesis (all sizes together):
library cell	count	share of area
nor2	64	0.29
dfxtp	33	0.43
xnor2	30	0.17
buf	8	0.062
clkbuf	5	0.031
o21ai	2	0.0065
a21oi	1	0.0032
conb	1	0.0024
inv	1	0.0024
nand2	1	0.0024
nor3	1	0.0032
xor2	1	0.0056
